**design/flow/run.sh**
```bash
#!/bin/bash
# OpenROAD 26Q1-2900-gdf79404cd8, Yosys 0.63+post, stock flow scripts
make -C /OpenROAD-flow-scripts/flow DESIGN_CONFIG=/design/flow/config.mk WORK_HOME=/design/flow/orfs finish
```
**design/flow/constraint.sdc**
```tcl
current_design demux_2_1

set clk_period 1.0
set clk_io_pct 0.2

create_clock -name clk0 -period $clk_period

set non_clock_inputs [all_inputs -no_clocks]
set_input_delay [expr $clk_period * $clk_io_pct] -clock clk0 $non_clock_inputs
set_output_delay [expr $clk_period * $clk_io_pct] -clock clk0 [all_outputs]
```
**design/flow/config.mk**
```make
export PLATFORM = sky130hd
export DESIGN_NAME = demux_2_1
export DESIGN_NICKNAME = demux_2_1
export VERILOG_FILES = /design/flow/design.v
export SDC_FILE = /design/flow/constraint.sdc
export NUM_CORES = 4
export LEC_CHECK = 1
export CORE_AREA = 10 10 70 70
export DIE_AREA = 0 0 80 80
```
**design/flow/design.v**
```verilog
module demux_2_1(
 input sel,
  input [7:0]i,
  output [7:0]y0, y1);
  assign {y0,y1} = sel?{8'b0,i}: {i,8'b0};
endmodule
```
==> flow_summary.rst <==
Flow metrics
------------

.. list-table::
   :header-rows: 1

   * - Metric
     - Value
   * - Syn Std Cell Area
     - 118.9 sq um
   * - Power share of the clock group
     - 0%
   * - Starting density of the core
     - 3.480%
   * - Delay contributed by the slowest stage of the critical path
     - 0.23 ns
   * - Achievable clock frequency
     - 1025 MHz
   * - DRC errors left
     - 0
   * - Normalized max-slew margin
     - 94.26%
   * - Syn Area/Cell
     - 6.992 sq um
   * - Initial drt markers
     - 0
   * - Residual antenna-violating net count after detailed routing
     - 0
   * - Critical Path Stages
     - 4
   * - Number of antenna violations at the first check in global routing
     - 0
   * - Final Slew Violations
     - 0
   * - Vias per inst
     - 2.444
   * - Syn. warnings
     - 0
   * - DIE AREA
     - 6400 sq um
   * - Kind of path behind the tightest hold check
     - in2out
   * - Time the worst path needs with I/O delays and setup
     - 0.9757 ns
   * - Unrepaired setup endpoints after global routing
     - true
   * - Total buffers and inverters traversed by the critical path
     - 3
   * - Maximum vdd drop
     - 0.00003343 V
   * - Power per cell area
     - 290.8 nW/um^2
   * - Cell leakage power
     - 0.2173 nW
   * - Slew at the pin with the worst max-slew slack
     - 0.08586 ns
   * - Crit path capture
     - y1[0]
   * - Sequential group share of total power
     - 0%
   * - # Cells Yosys
     - 17
   * - Data arrival, critical path
     - 0.78 ns
   * - Largest net degree at the start of global routing
     - 11
   * - Cycle use final
     - 97.57%
   * - Sequential cell count
     - 0
   * - Switching power
     - 0.00003320 W
   * - Status
     - complete, no violations
   * - Die X
     - 80 um
   * - Pre-Repair DR Iteration Count
     - 1
   * - Sequential share of the synthesized area
     - 0%
   * - MaxCap Viol Count
     - 0
   * - All-layer global routing usage
     - 1.801%
   * - Total of clock buffers placed in the layout
     - 0
   * - Die outline height
     - 80 um
   * - Worst slack at placement
     - -0.7455 ns
   * - Chip area in the Yosys report
     - 118.9 sq um
   * - Total grt overflow
     - 0
   * - Placeable core area
     - 3416 sq um
   * - # hold bufs at CTS
     - 0
   * - Count of warning messages emitted by the tools
     - 33
   * - Fraction of final layout cells with drive strength greater than 1
     - 29.55%
   * - RePlAce Congestion
     - 0.7553
   * - Global-route wire length before repair
     - 979 um
   * - Count of fill cells added during filler insertion
     - 389
   * - Routed length per instance
     - 8.833 um
   * - Count of buffers from port buffering
     - 25
   * - Number of rows in the core area
     - 21
   * - Startpoint class of the critical path
     - primary input
   * - Cells after Synth
     - 17
   * - Delay-heaviest family, CP
     - buffers and inverters
   * - Pint
     - 0.0001007 W
   * - Ports
     - 25
   * - Setup TNS
     - 0 ns
   * - Total wirelength of the detailed-routed design
     - 795 um
   * - Layout area overhead
     - 287.4%
   * - Switching share of power
     - 24.80%
   * - Cell type of the slowest stage on the worst timing path
     - dlygate4sd2_1
   * - Final setup margin
     - 0.02426 ns
   * - Required @ worst endpoint
     - 0.80 ns
   * - Kind of end point of the critical path
     - output port
   * - Total vias in the final route
     - 220
   * - Worst-path cell chain
     - buf_12 -> buf_6 -> and2_4 -> dlygate4sd2_1
   * - Number of distinct library cells after synthesis
     - 4
   * - Final Hold Violating Endpoints
     - 0
   * - Maximum fanout along the worst path
     - 5
   * - Start point of the critical path
     - sel
   * - Logic pwr share
     - 100.0%
   * - Finish-stage setup viols
     - 0
   * - Flip-flop and latch area
     - 0 sq um
   * - Pwr Total
     - 0.0001339 W
   * - # diodes
     - 0
   * - Number of global-route vias before repair
     - 182
   * - WS Path Type
     - in2out
   * - Number of cells on the worst hold path
     - 3
worst min-delay path, cell delays in order:
cell	delay, ns
clkbuf_2	0.09
and2b_1	0.11
clkdlybuf4s15_1	0.17
cell usage in the layout, fill, tap and decap left out:
master	netlist	final
and2_1	8	4
and2_4	0	4
and2b_1	6	6
buf_12	0	1
buf_2	0	1
buf_6	1	1
buf_8	0	1
clkbuf_16	0	1
clkbuf_2	0	3
clkdlybuf4s15_1	0	13
clkdlybuf4s15_2	0	1
dlygate4sd2_1	0	6
nor2b_1	2	2
Yosys cell counts:
cell,number,share of area (%)
and2_1,8,42
nor2b_1,2,11
and2b_1,6,38
buf_6,1,9.5
power groups by stage:
stage	Combinational [W]	Clock (W)	Sequential, W
after CTS	0.000117	0	0
after global routing	0.000146	0	0
final	0.000134	0	0
layout make-up:
class / instances / area (sq um) / area share, %
tap: 46 / 57.56 / 12.50
timing repair buffer: 28 / 285.3 / 61.96
multi-input combinational: 16 / 117.6 / 25.54
routing by layer:
metal | up-vias | track usage, % | wire, um
met5 | - | 0 | 0
met3 | 0 | 1.250 | 212
met1 | 91 | 2.505 | 349
met2 | 24 | 2.327 | 232
met4 | 0 | 0 | 0
li1 | 105 | - | -
metrics by stage:
stage	cells	hold slack [ns]	cell area (sq um)	utilization, %
global placement	87	1.341	415.4	12.16
detailed placement	87	1.347	415.4	12.16
finish	90	0.7742	460.4	13.48
floorplan	17	0.4630	118.9	-
global route	90	0.8150	460.4	13.48
CTS	89	0.7965	434.2	12.71
worst min-delay path by stage:
stage	to	startpoint
finish	y0[0]	i[0]
CTS	y1[6]	sel
global route	y1[6]	sel
what timing repair did:
action / 4_1_cts / 5_1_grt
resized: 49 / 14
cloned: 0 / 1
hold endpoints to repair: 0 / 0
setup buffers: 2 / 0
pin swaps: 4 / 0
setup endpoints to repair: 16 / 9
kinds of logic after synthesis:
logic type,after synthesis,share of synthesized area [%]
buffers and inverters,1,9.473
and+or+nand+nor,16,90.52
Power is estimated from default activity; no workload was simulated.
