<file path="./run.sh">
#!/bin/bash
# OpenROAD 26Q1-2900-gdf79404cd8, Yosys 0.63+post, stock flow scripts
make -C /OpenROAD-flow-scripts/flow DESIGN_CONFIG=/design/flow/config.mk WORK_HOME=/design/flow/orfs finish
</file>
<file path="./config.mk">
export PLATFORM = sky130hd
export DESIGN_NAME = ram
export DESIGN_NICKNAME = ram
export VERILOG_FILES = /design/flow/design.v
export SDC_FILE = /design/flow/constraint.sdc
export NUM_CORES = 4
export LEC_CHECK = 1
export CORE_UTILIZATION = 30
</file>
<file path="./constraint.sdc">
current_design ram

set clk_period 8.9
set clk_io_pct 0.2

create_clock -name clk0 -period $clk_period [get_ports {clk}]

set non_clock_inputs [all_inputs -no_clocks]
set_input_delay [expr $clk_period * $clk_io_pct] -clock clk0 $non_clock_inputs
set_output_delay [expr $clk_period * $clk_io_pct] -clock clk0 [all_outputs]
</file>
<file path="./design.v">
module ram(
  input [7:0]data_in, 
  input [7:0]ram_addr,
  input clk, wr,
  output reg [7:0]data_out);
  reg [7:0]mem[0:255];
  always @(posedge clk)
    begin
      if(!wr)
        data_out<=mem[ram_addr];
    end
  always @ (posedge clk)
    if(wr)
      mem[ram_addr]<=data_in;
endmodule
</file>
==> GITHUB_STEP_SUMMARY <==
## PnR job results

| Metric | Value |
|---|---|
| Status | complete, no violations |
| HPWL Detailed | roughly 110000 um |
| Routability Congestion | approximately 0.86 |
| DR top layer | met5 |
| Fin crit period | 5.51 ns |
| Clk root buf | clkbuf_16 |
| HP Class | flip-flop to flip-flop |
| Final setup viols | 0 |
| Die height | between 500 and 600 um |
| Max-cap viol count | 0 |
| Tightest Pin Transition | between 1 and 1.5 ns |
| Synth Warn # | 1 |
| Number of global-route vias before repair | approximately 41000 |
| Setup TNS | 0 ns |
| Period utilisation layout | between 60% and 70% |
| Post-route clock skew | between 0.04 and 0.05 ns |
| PwrDens | about 220 nW/um2 |
| Worst VDD drop | about 0.00018 V |
| Hold Path Cell Cnt | 5 |
| Leakage | 26.6 nW |
| CTS buffer count | 198 |
| FP Rows | ~190 |
| Mapped cell area | between 70000 and 80000 um2 |
| Worst r2r path cells | 5 |
| Number of vias per cell | 5.04 |
| Cell mode on critical path | buf_12 |
| Remaining DRCs | 0 |
| Fmax | roughly 0.18 GHz |
| Crit path max fanout | 65 |
| Slew Limit Fails | 0 |
| Synthesized flop and latch total | 2056 |
| Final tally of hold violations | 0 |
| Initial drt markers | 2480 |
| Core area | approximately 260000 um2 |
| Clk slew on worst S/H paths | ~0.060 ns |
| Unrepaired setup endpoints after global routing | no |
| Clk buf depth | 3 |
| Sw power | roughly 0.0041 W |
| Final core occ | 34.5% |
| Critical Path RT | 9.42 ns |
| CP bufs+invs | 3 |
| Vias | around 37000 |
| Final antenna-violating net count | 0 |
| Internal power | between 0.015 and 0.02 W |
| Max stage delay on crit path | 1.26 ns |
| CP Depth | 8 |
| Global-route wire length before repair | 282000 um |
| Initial antenna violation count | 8 |
| Router iterations before antenna repair | 5 |
| Clk latency late pin | about 0.85 ns |
| Post-Route WL | ~190000 um |
| Chip width | approximately 500 um |
| PortBufs | 25 |
| Seq/Total Area, Yosys | 78.6% |
| Met1 Wirelength | about 63000 um |
| Ys cells | ~3500 |
| Crit. End Element | flip-flop |
| Fill count | between 20000 and 25000 |
| Inst Count DP | roughly 7000 |
| Critical path arrival | roughly 6.0 ns |
| Routed wl met2 | about 91000 um |
| Cts hold-fix bufs | 0 |
| Critical path, cell by cell | buf_8 > buf_12 > buf_12 > mux4_2 > a22oi_1 > a21oi_1 > o41ai_1 > nand4_1 |
| Clock share of power | 40.9% |
| Count of tool warnings | 42 |
| Setup bufs post-CTS | 0 |
| Largest net degree at the start of global routing | between 100 and 150 |
| Top delay family on crit path | AND-OR/OR-AND gates |
| Slowest cell on the critical path | o41ai_1 |
| Floorplan-stage core utilization | 30.2% |
| Die area | about 260000 um2 |
| Final cell count without fillers | around 7400 |
| Layout cell share with drive strength beyond 1 | around 25% |
| Area growth syn-to-layout | 14.2% |
| Yosys stat chip area | 78500 um2 |
| CTS tree | yes |
| Avg Cell Area, Syn | 22.2 um2 |
| WS Path Type | input port to flip-flop |
| DR WL/cell | around 26 um |
| Comb power frac | between 4 and 5% |
| Cell Type Count | 20 |
| CP startpoint kind | input port |
| CTS Sinks | around 2100 |
| Met3 Wirelength | approximately 30000 um |
| Slew margin rel. | just over 7% |
| H-tree depth | 4 |
| Grt total ovfl | 0 |
| Total global-route track usage | approximately 16% |
| I/O pins | 26 |
| Resized cells post-CTS | 0 |
| Reg power frac | a little over half |
| Sw Ratio | roughly a fifth |
| Synthesized netlist cell count | approximately 3500 |
[stage by stage]
| stage | worst slack (ns) | total power [W] | hold slack (ns) | area, um2 |
|---|---|---|---|---|
| detailed placement | 2.57 | 0.0118 | 1.00 | 83500 |
| global placement | 2.41 | 0.0118 | 1.02 | 83500 |
| global route | 3.19 | 0.0201 | 1.08 | 89700 |
| CTS | 3.49 | 0.0197 | 1.02 | 89700 |
| finish | 3.39 | 0.0196 | 1.00 | 89700 |
| floorplan | 4.95 | 0.0114 | 0.896 | 78500 |
[path summary, 6_finish.rpt]
path / startpoint / endpoint / slack [ns]
min: mem[195][0] / data_out[0] / 1.00
max: ram_addr[0] / data_out[1] / 3.39
max reg2reg: mem[239][1] / data_out[1] / 5.68
min reg2reg: mem[195][0] / data_out[0] / 1.00
[cell usage after synthesis (all sizes together)]
cell | number | area [um2]
o41ai | 32 | 280
inv | 1 | 3.75
nand4 | 9 | 56.3
edfxtp | 2056 | 61700
clkbuf | 140 | 526
nand2 | 25 | 93.8
a22oi | 256 | 1920
nor3 | 27 | 135
or2 | 2 | 12.5
nor2 | 234 | 878
buf | 90 | 531
nand2b | 5 | 31.3
nand3 | 17 | 85.1
a21oi | 128 | 641
nor2b | 8 | 50.1
mux4 | 512 | 11500
and2 | 3 | 18.8
[final cells by class]
cell class | count | area [um2] | area share [%]
Sequential cell | 2056 | 61700 | 68.8
Clock buffer | 252 | 5200 | 5.80
Tap cell | 3496 | 4370 | 4.88
Antenna cell | 7 | 17.5 | 0.0195
Clock inverter | 112 | 935 | 1.04
Inverter | 1 | 3.75 | 0.00419
Timing Repair Buffer | 183 | 1620 | 1.81
Multi-Input combinational cell | 1258 | 15800 | 17.6
[cells by family (layout without fill, tap and decap cells)]
kind of cell           Yosys count  after routing  share of synthesized area (%)
and+or+nand+nor                330            330                           1.73
other                            0              7                              0
buffers and inverters          231            548                           1.35
DFF                           2056           2056                           78.6
muxes                          512            512                           14.7
AOI/OAI and AO/OA              416            416                           3.62
[cell usage in the layout (no fill, tap or decap), types with 11 or more instances in the layout]
cell type           n
nand3_1            15
nor2_1            233
buf_4             147
buf_12             11
mux4_2            512
clkbuf_1           52
o41ai_1            31
clkinv_1           46
nand2_1            25
edfxtp_1         2056
clkbuf_16         200
a21oi_1           128
clkinv_2           31
a22oi_1           256
nor3_1             27
clkdlybuf4s50_1    15
[sequential cells by signal, summed over array words and instances (netlist names)]
register and count:
mem 2048, data_out 8
[worst register-to-register path: stages (launching register included)]
cell and delay [ns]:
edfxtp_1 0.35, mux4_2 0.48, a22oi_1 0.34, a21oi_1 0.27, o41ai_1 1.26, nand4_1 0.20
[power groups by stage]
stage                 logic [W]  clock network [W]  registers, W
after CTS              0.000895            0.00815        0.0107
after global routing   0.000947            0.00851        0.0107
final                  0.000877            0.00799        0.0107
[layer usage]
layer | up-vias | track usage (%)
met5 | - | 0.584
met4 | 12 | 4.27
met3 | 332 | 11.5
met2 | 2279 | 23.7
met1 | 19000 | 17.8
li1 | 15400 | -
No activity file was given, so power comes from the tool's default toggle rates.
