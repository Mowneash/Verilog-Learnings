$ cat flow/run.sh
#!/bin/bash
# OpenROAD 26Q1-2900-gdf79404cd8, Yosys 0.63+post, stock flow scripts
make -C /OpenROAD-flow-scripts/flow DESIGN_CONFIG=/design/flow/config.mk WORK_HOME=/design/flow/orfs finish
$ cat flow/config.mk
export PLATFORM = sky130hd
export DESIGN_NAME = eight_bit_adder
export DESIGN_NICKNAME = eight_bit_adder
export VERILOG_FILES = /design/flow/design.v
export SDC_FILE = /design/flow/constraint.sdc
export NUM_CORES = 4
export LEC_CHECK = 1
export CORE_AREA = 10 10 70 70
export DIE_AREA = 0 0 80 80
$ cat flow/constraint.sdc
current_design eight_bit_adder

set clk_period 3.7
set clk_io_pct 0.2

create_clock -name clk0 -period $clk_period

set non_clock_inputs [all_inputs -no_clocks]
set_input_delay [expr $clk_period * $clk_io_pct] -clock clk0 $non_clock_inputs
set_output_delay [expr $clk_period * $clk_io_pct] -clock clk0 [all_outputs]
$ cat flow/design.v
module full_adder(
  input a,b,ci,
  output s,co);
  assign s=a^b^ci;
  assign co=(a&b)|(a&ci)|(b&ci);
endmodule
module four_bit_adder(
  input [3:0]a,b,
  input ci,
  output [3:0]s,
  output co);
  wire [2:0]car;
  full_adder f1(a[0],b[0],ci,s[0],car[0]);
  full_adder f2(a[1],b[1],car[0],s[1],car[1]);
  full_adder f3(a[2],b[2],car[1],s[2],car[2]);
  full_adder f4(a[3],b[3],car[2],s[3],co);
endmodule
module eight_bit_adder(
  input [7:0]a,b,
  input ci,
  output [7:0]s,
  output co);
  wire car;
  four_bit_adder ff1(a[3:0],b[3:0],ci,s[3:0],car);
  four_bit_adder f21(a[7:4],b[7:4],car,s[7:4],co);
endmodule
==> results.sh <==
# physical design summary
export IMPL_status="finished with violations"
export IMPL_violations="negative setup slack"
export IMPL_mux_share=0
export IMPL_ys_chip_area_sq_um=258
export IMPL_setup_viol=4
export IMPL_cp_required_ns=2.96
export IMPL_slew_headroom=0.927
export IMPL_syn_inst=26
export IMPL_ys_sh_simple=0
export IMPL_synthDistinctLibCells=3
export IMPL_grt_pass1_wl_mm=1.25
export IMPL_power_density_nw_per_um2=132
export IMPL_avgSynthCellArea_sq_um=9.91
export IMPL_postLayoutCoreUtil=0.158
export IMPL_fin_cells=90
export IMPL_drtIter0Drc=2
export IMPL_ios=26
export IMPL_logic_family="adder cells"
export IMPL_critPathMaxFanout=1
export IMPL_grt_busiest_layer="met1"
export IMPL_io_buffer_count=26
export IMPL_synth_seq_share=0
export IMPL_wl_per_cell_microns=8.42
export IMPL_yosys_top_cells_count="10 x inv_1, 8 x buf_4, 8 x fa_1"
export IMPL_grtUsageMet1=0.0361
export IMPL_drive_above_1_share=0.477
export IMPL_track_usage=0.0245
export IMPL_ys_cells=26
export IMPL_dieArea_sq_um=6400
export IMPL_top_cell_area_share=0.621
export IMPL_drtAntennaViolNets=0
export IMPL_dieWidth_microns=80
export IMPL_n_clock_buffer=0
export IMPL_path_class="in -> out"
export IMPL_warnings=35
export IMPL_combGateArea_sq_um=180
export IMPL_num_vias=200
export IMPL_initial_utilization=0.0755
export IMPL_ys_sh_xor=0
export IMPL_start_kind="primary input"
export IMPL_rsz0062_at_grt="yes"
export IMPL_endpoint_kind="primary output"
export IMPL_wirelength_microns=758
export IMPL_min_path_type="in -> out"
export IMPL_whs_ns=2.22
export IMPL_num_fill_cells=387
export IMPL_dpl_cell_count=90
export IMPL_power_leakage_nw=0.215
export IMPL_rows=21
export IMPL_viasPerCell=2.22
export IMPL_period_used=1.23
export IMPL_arrival_ns=3.81
export IMPL_final_hold_violation_count=0
export IMPL_firstDrtPassIters=2
export IMPL_grt_antenna_before_repair=0
export IMPL_worst_slew_pin_slew_ns=0.110
export IMPL_hpwl_microns=758
export IMPL_met3_usage=0.0205
export IMPL_core_sq_um=3420
export IMPL_synthToLayoutAreaGrowth_pct=110
export IMPL_post_cts_buffers=0
export IMPL_drc_errors=0
export IMPL_slew_violations=0
export IMPL_grt_ovfl_total=0
export IMPL_max_cap_violations=0
export IMPL_antennaDiodeCount=0
export IMPL_grt_pass1_vias=238
export IMPL_aoi_share=0
export IMPL_gp_congestion=0.859
export IMPL_yosysTopAreaCell="fa_1"
export IMPL_irDropWorstVdd_mv=0.0571
export IMPL_max_freq_mhz=220
export IMPL_yosys_area_share_adder=0.621
export IMPL_synth_area_sq_um=258
export IMPL_grt_max_degree=2
export IMPL_die_h_microns=80
export IMPL_topCellsByArea="fa_1 62%, buf_4 23%, inv_1 15%"
export IMPL_ff_count=0
export IMPL_min_path_cells=5
export IMPL_holdBufCountCts=0
export IMPL_yosysMostFrequentCell="inv_1"
export IMPL_min_period_ns=4.55
export IMPL_use_met2=0.0273
export IMPL_yosys_warnings=0
export IMPL_seqCellArea_sq_um=0
export IMPL_setup_slack_ns=-0.849
==> worst max-delay path: stages <==
cell and delay (ns):
buf_8 0.11, inv_12 0.04, fa_2 0.17, inv_2 0.04, fa_2 0.34, fa_2 0.39, fa_2 0.34, fa_2 0.34
fa_2 0.34, fa_2 0.34, inv_2 0.06, fa_2 0.42, inv_1 0.06, buf_2 0.08
==> through the flow <==
step	TNS [ns]	instance area [sq um]	total power, mW	setup slack [ns]
after detailed placement	-6.59	551	0.0817	-1.71
after floorplan	-1.28	297	0.0419	-0.649
after CTS	-2.57	537	0.0735	-0.982
after global routing	-2.43	541	0.0825	-0.926
final	-2.13	541	0.0711	-0.849
after global placement	-6.57	551	0.0817	-1.70
==> per-layer routing <==
metal,up-vias,routed length (microns)
li1,96,-
met1,80,355
met2,24,202
met3,0,200
met4,0,0
met5,-,0
==> path summary, 6_finish.rpt <==
| path | start | end | slack (ns) |
|---|---|---|---|
| worst max-delay path | a[0] | s[7] | -0.85 |
| worst min-delay path | ci | s[0] | 2.22 |
==> report_power, final <==
group / switching (mW) / internal (mW) / total (mW)
Combinational: 0.0222 / 0.0490 / 0.0711
Sequential: 0 / 0 / 0
Clock: 0 / 0 / 0
==> logic make-up after synthesis <==
| kind of cell | after synthesis |
|---|---|
| adder cells (fa/ha/maj) | 8 |
| buffers and inverters | 18 |
==> cell type report <==
cell class,instances,share of cell area
inverter,10,0.106
timing repair buffer,26,0.454
tap,46,0.106
multi-input combinational,8,0.333
==> cell usage in the layout (no fill, tap or decap) <==
master	synthesis	final
clkdlybuf4s15_1	0	1
buf_2	0	4
inv_12	0	1
clkdlybuf4s50_1	0	16
inv_4	0	1
buf_8	0	1
clkinv_4	0	1
buf_6	0	2
dlygate4sd2_1	0	2
fa_2	0	8
inv_1	10	4
inv_2	0	3
==> what timing repair did <==
| item | CTS | global route |
|---|---|---|
| setup endpoints to repair | 6 | 5 |
| resized | 33 | 4 |
| hold endpoints to repair | 0 | 0 |
| pin swaps | 8 | 8 |
| cloned | 0 | 0 |
Power and IR drop assume default switching activity.
